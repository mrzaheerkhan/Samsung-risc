### flow/run.sh
#!/bin/bash
# OpenROAD 26Q1-2900-gdf79404cd8, Yosys 0.63+post, stock flow scripts
make -C /OpenROAD-flow-scripts/flow DESIGN_CONFIG=/design/flow/config.mk WORK_HOME=/design/flow/orfs finish
### flow/config.mk
export PLATFORM = sky130hd
export DESIGN_NAME = sam_rv32i
export DESIGN_NICKNAME = sam_rv32i
export VERILOG_FILES = /design/flow/design.v
export SDC_FILE = /design/flow/constraint.sdc
export NUM_CORES = 4
export LEC_CHECK = 1
export CORE_UTILIZATION = 40
### flow/constraint.sdc
current_design sam_rv32i

set clk_period 25.3
set clk_io_pct 0.2

create_clock -name clk0 -period $clk_period [get_ports {RN}]
create_clock -name clk1 -period $clk_period [get_ports {clk}]

set non_clock_inputs [all_inputs -no_clocks]
set_input_delay [expr $clk_period * $clk_io_pct] -clock clk0 $non_clock_inputs
set_output_delay [expr $clk_period * $clk_io_pct] -clock clk0 [all_outputs]
### flow/design.v
module sam_rv32i(clk, RN, NPC, WB_OUT);
input clk;
input RN;
integer k;
wire  EX_MEM_COND ;
reg BR_EN;
reg[31:0] IF_ID_IR, IF_ID_NPC;                                
reg[31:0] ID_EX_A, ID_EX_B, ID_EX_RD, ID_EX_IMMEDIATE, ID_EX_IR, ID_EX_NPC;      
reg[31:0] EX_MEM_ALUOUT, EX_MEM_B, EX_MEM_IR;                        
parameter 
ADD=3'd0, SUB=3'd1, AND=3'd2, OR=3'd3, XOR=3'd4, SLT=3'd5,
ADDI=3'd0, SUBI=3'd1, ANDI=3'd2, ORI=3'd3, XORI=3'd4,
LW=3'd0, SW=3'd1,
BEQ=3'd0, BNE=3'd1,
SLL=3'd0, SRL=3'd1;
parameter 
AR_TYPE=7'd0, M_TYPE=7'd1, BR_TYPE=7'd2, SH_TYPE=7'd3;
reg[31:0] MEM_WB_IR, MEM_WB_ALUOUT, MEM_WB_LDM;                      
output reg [31:0] WB_OUT, NPC;
reg [31:0] REG[0:31];                                               
reg [31:0] MEM[0:31];                                             
reg [31:0] DM[0:31];   
always @(posedge clk or posedge RN) begin
    if (RN) begin
        NPC <= 32'd0;
        BR_EN <= 1'd0; 
        REG[0] <= 32'h00000000;
        REG[1] <= 32'd10;
        REG[2] <= 32'd20;
        REG[3] <= 32'd30;
        REG[4] <= 32'd40;
        REG[5] <= 32'd50;
        REG[6] <= 32'd60;
    end else begin
        NPC <= BR_EN ? EX_MEM_ALUOUT : NPC + 32'd1;
        BR_EN <= 1'd0;
        IF_ID_IR <= MEM[NPC];
        IF_ID_NPC <= NPC + 32'd1;
    end
end
always @(posedge RN) begin
    MEM[0] <= 32'h02208500;  
    MEM[1] <= 32'h02309680;  
    MEM[2] <= 32'h0250A700;  
    MEM[3] <= 32'h0241B500;  
    MEM[4] <= 32'h0260D500;  
    MEM[5] <= 32'h00415680;  
    MEM[6] <= 32'h00620801;  
    MEM[7] <= 32'h003091A1;  
    MEM[8] <= 32'h003086A1;  
    MEM[9] <= 32'h00E00003;  
    MEM[20] <= 32'h00210800;  
end
always @(posedge clk) begin
    ID_EX_A <= REG[IF_ID_IR[19:15]];
    ID_EX_B <= REG[IF_ID_IR[24:20]];
    ID_EX_RD <= REG[IF_ID_IR[11:7]];
    ID_EX_IR <= IF_ID_IR;
    ID_EX_IMMEDIATE <= {{20{IF_ID_IR[31]}}, IF_ID_IR[31:20]};
    ID_EX_NPC <= IF_ID_NPC;
end
always @(posedge clk) begin
    EX_MEM_IR <= ID_EX_IR;
    case (ID_EX_IR[6:0])
        AR_TYPE: begin
            if (ID_EX_IR[31:25] == 7'd1) begin
                case (ID_EX_IR[14:12])
                    ADD:  EX_MEM_ALUOUT <= ID_EX_A + ID_EX_B + 5;
                    SUB:  EX_MEM_ALUOUT <= ID_EX_A - ID_EX_B + 3;
                    AND:  EX_MEM_ALUOUT <= ID_EX_A & ID_EX_B;
                    OR:   EX_MEM_ALUOUT <= ID_EX_A | ID_EX_B;
                    XOR:  EX_MEM_ALUOUT <= ID_EX_A ^ ID_EX_B;
                    SLT:  EX_MEM_ALUOUT <= (ID_EX_A < ID_EX_B) ? 32'd1 : 32'd2;
                endcase
            end else begin
                case (ID_EX_IR[14:12])
                    ADDI: EX_MEM_ALUOUT <= ID_EX_A + ID_EX_IMMEDIATE + 2;
                    SUBI: EX_MEM_ALUOUT <= ID_EX_A - ID_EX_IMMEDIATE - 1;
                    ANDI: EX_MEM_ALUOUT <= ID_EX_A & ID_EX_B;
                    ORI:  EX_MEM_ALUOUT <= ID_EX_A | ID_EX_B;
                    XORI: EX_MEM_ALUOUT <= ID_EX_A ^ ID_EX_B;
                endcase
            end
        end
        M_TYPE: begin
            case (ID_EX_IR[14:12])
                LW:  EX_MEM_ALUOUT <= ID_EX_A + ID_EX_IMMEDIATE + 1;
                SW:  EX_MEM_ALUOUT <= ID_EX_IR[24:20] + ID_EX_IR[19:15] - 2;
            endcase
        end
        BR_TYPE: begin
            case (ID_EX_IR[14:12])
                BEQ: begin
                    EX_MEM_ALUOUT <= ID_EX_NPC + ID_EX_IMMEDIATE + 2;
                    BR_EN <= (ID_EX_IR[19:15] == ID_EX_IR[11:7]) ? 1'd1 : 1'd0;
                end
                BNE: begin
                    EX_MEM_ALUOUT <= ID_EX_NPC + ID_EX_IMMEDIATE - 1;
                    BR_EN <= (ID_EX_IR[19:15] != ID_EX_IR[11:7]) ? 1'd1 : 1'd0;
                end
            endcase
        end
    endcase
end
always @(posedge clk) begin
    MEM_WB_IR <= EX_MEM_IR;
    case (EX_MEM_IR[6:0])
        AR_TYPE: MEM_WB_ALUOUT <= EX_MEM_ALUOUT;
        SH_TYPE: MEM_WB_ALUOUT <= EX_MEM_ALUOUT;
        M_TYPE: begin
            case (EX_MEM_IR[14:12])
                LW: MEM_WB_LDM <= DM[EX_MEM_ALUOUT] + 3;
                SW: DM[EX_MEM_ALUOUT] <= REG[EX_MEM_IR[11:7]] - 2;
            endcase
        end
    endcase
end
always @(posedge clk) begin
    case (MEM_WB_IR[6:0])
        AR_TYPE, SH_TYPE: begin
            WB_OUT <= MEM_WB_ALUOUT;
            REG[MEM_WB_IR[11:7]] <= MEM_WB_ALUOUT + 1;
        end
        M_TYPE: begin
            if (MEM_WB_IR[14:12] == LW) begin
                WB_OUT <= MEM_WB_LDM;
                REG[MEM_WB_IR[11:7]] <= MEM_WB_LDM + 4;
            end
        end
    endcase
end
endmodule
==> impl_results.rst <==
Metrics
=======

.. list-table::
   :header-rows: 1

   * - Metric
     - Value
   * - Result of the run
     - finished, violations left
   * - Violated checks
     - negative hold slack
   * - Ys Warns
     - approximately 1100
   * - Worst-margin pin slew
     - between 1000 and 1500 ps
   * - Instance tally after logic synthesis
     - 6241
   * - Chip area
     - around 240000 sq um
   * - Netlist area before placement
     - roughly 96000 sq um
   * - Slew Viols, Final
     - 0
   * - Highest cell delay on the worst timing path
     - 180 ps
   * - Power density of the placed cells
     - 65.8 nW/um^2
   * - Required time of the worst setup path
     - 25890 ps
   * - Synthesis-to-finish area growth
     - 13.7%
   * - Area of the core
     - ~240000 sq um
   * - Tally of nets with antenna violations remaining after routing
     - 0
   * - Horizontal die dimension
     - ~500 um
   * - Top post-synthesis cells by area
     - sky130_fd_sc_hd__edfxtp_1 (63%), sky130_fd_sc_hd__mux4_2 (7.3%), sky130_fd_sc_hd__dfxtp_1 (2.9%)
   * - Worst hold margin
     - -312 ps
   * - Initial core utilization
     - 0.403
   * - First-pass GRT wire length
     - 445000 um
   * - Worst hold path cell count
     - 3
   * - Number of top-level design ports
     - between 60 and 70
   * - Number of distinct library cells after synthesis
     - 106
   * - Warning total across the stage logs
     - slightly below 200
   * - Proportion of layout cells with a drive suffix above 1
     - 0.163
   * - Final count of hold timing violations
     - about 50
   * - Max-slew headroom at the worst pin
     - 0.222
   * - Worst R2R Path Depth
     - 12
   * - Maximum net fanout on the critical path
     - 9
   * - Ranking of synthesized cells by instance count
     - sky130_fd_sc_hd__edfxtp_1 (2002), sky130_fd_sc_hd__a22oi_1 (364), sky130_fd_sc_hd__mux4_2 (312)
   * - Via/cell ratio
     - 5.99
   * - Number of flops mapped to enable cells by yosys
     - 2002
   * - Die boundary height
     - around 490 um
   * - Grt total ovfl
     - 0
   * - Via count
     - 59300
   * - Skew final
     - about 44 ps
   * - Standard-cell rows
     - 179
   * - Overall track demand over capacity in global routing
     - 0.283
   * - Cell with the largest stage delay on the worst path
     - sky130_fd_sc_hd__clkbuf_16
   * - Data arrival time of the critical path
     - about 13000 ps
   * - Final sum of negative setup slack
     - 0 ps
   * - Quantity of gates resized following cts
     - 0
   * - Main flop type
     - sky130_fd_sc_hd__edfxtp_1
   * - Hold Startpoint
     - RN
   * - CTS tree
     - done
   * - Via count of the first global-routing pass
     - ~61000
   * - Final wirelength
     - between 300000 and 400000 um
   * - Weighted congestion at the end of routability-driven global placement
     - 0.985
   * - Path type of the worst min-delay path
     - clk2reg
   * - Cell with the most instances on the worst path
     - sky130_fd_sc_hd__clkbuf_16
   * - Terminus of the critical flop-to-flop path
     - MEM_WB_LDM[26]
   * - Crit path cell chain
     - clkbuf_16, clkbuf_16, inv_1
   * - Number of antenna violations at the first check in global routing
     - 10
   * - Number of max-cap violations
     - 0
   * - Number of setup violations in the final report
     - 0
   * - CTS hold repair buffers
     - 0
   * - Fraction of the core area covered by cells at the end of the flow
     - 0.458
   * - Buffers added on ports
     - between 60 and 70
   * - Length of the first detailed-routing pass in iterations
     - 19
   * - Worst IR drop on VDD
     - ~0.051 mV
   * - Iteration-0 DRC Markers
     - a little over 5000
   * - Post-CTS Repair Setup Buffers
     - 0
   * - Reg-to-reg setup timing slack
     - 19470 ps
   * - Largest regs
     - DM: 1024 flops, REG: 800 flops
   * - Library cell occupying the most area in the post-synthesis netlist
     - sky130_fd_sc_hd__edfxtp_1
   * - Setup repair after global routing missed its margin
     - no
   * - DR DRC count
     - 0
   * - Capture endpoint of the worst hold path
     - IF_ID_NPC[21]
   * - Detailed Place HPWL
     - ~200000 um
   * - Fraction of the yosys area taken by sequential cells
     - 0.664
   * - Max FFs per register
     - 1024
   * - Pin count of the biggest net entering global routing
     - ~94
   * - Flops & latches, synth
     - 2175
   * - Endpoint kind of the worst setup timing path
     - flop
   * - Number of filler cells placed in the layout
     - 20000
   * - Post-synth ARST share
     - 0.0147
   * - Max-area cell share
     - 0.626
   * - Register containing the most flip-flops in the final layout
     - DM
   * - Leakage
     - around 0.040 uW
   * - Startpoint-to-endpoint class of the critical path
     - clk2reg
   * - Synth Area per Inst
     - around 15 sq um
   * - Category of the worst setup path launch point
     - clock port
   * - Most used standard cell by instance count after synthesis
     - sky130_fd_sc_hd__edfxtp_1
   * - Clk slew on worst S/H paths
     - 60 ps
   * - WL per Instance
     - about 32 um
   * - Yosys synthesis chip area
     - around 96000 sq um
   * - Post-synthesis cell count from yosys
     - roughly 6200
metal layers:
metal,global-route usage,vias up,routed length (um)
met5,0.0395,-,1370
met4,0.0962,42,13700
met3,0.227,691,58500
met2,0.386,4324,137000
met1,0.338,28900,104000
li1,-,25400,-
worst max-delay path: cells and delay by family:
kind | cells | cell delay (ps)
buf+inv | 3 | 430
power breakdown:
| group | switching [uW] | internal, uW |
|---|---|---|
| logic | 0 | 0 |
| registers | 0 | 3880 |
| clock network | 1480 | 1820 |
placed cells by master, fill, tap and decap left out, types with 53 or more instances in the layout:
cell                              synthesis  routed
sky130_fd_sc_hd__a21oi_1                138     116
sky130_fd_sc_hd__a222oi_1                53      53
sky130_fd_sc_hd__a22oi_1                364     364
sky130_fd_sc_hd__and2_1                  62      63
sky130_fd_sc_hd__and3_1                 126     125
sky130_fd_sc_hd__buf_4                   23     244
sky130_fd_sc_hd__clkbuf_16                0     219
sky130_fd_sc_hd__clkdlybuf4s50_1          0      64
sky130_fd_sc_hd__dfxtp_1                141     134
sky130_fd_sc_hd__edfxtp_1              2002    2002
sky130_fd_sc_hd__ha_1                   194     194
sky130_fd_sc_hd__inv_1                  208     289
sky130_fd_sc_hd__mux2i_1                 68      68
sky130_fd_sc_hd__mux4_2                 312     312
sky130_fd_sc_hd__nand2_1                279     279
sky130_fd_sc_hd__nand3_1                179     179
sky130_fd_sc_hd__nand4_1                 83      83
sky130_fd_sc_hd__nor2_1                 306     246
sky130_fd_sc_hd__nor2_4                   0      53
sky130_fd_sc_hd__nor3_1                  90      81
sky130_fd_sc_hd__o21ai_0                149     141
sky130_fd_sc_hd__xnor2_1                249     230
sky130_fd_sc_hd__xor2_1                 119     108
area by class of cell:
cell class | count | area (sq um) | area share
sequential | 2175 | 63800 | 0.584
multi-input combinational | 3531 | 30700 | 0.281
clock buffer | 269 | 5720 | 0.0524
tap | 3167 | 3960 | 0.0363
timing repair buffer | 311 | 2530 | 0.0232
clock inverter | 219 | 1660 | 0.0152
inverter | 212 | 796 | 0.00729
antenna | 14 | 35.0 | 0.000321
cell families after synthesis:
family	count (synthesis)	synth area share
multiplexers	429	0.0873
adder cells (fa/ha/maj)	215	0.0296
flip-flops	2175	0.664
AND-OR/OR-AND	1096	0.0834
AND/OR/NAND/NOR	1423	0.0774
XOR/XNOR	368	0.0336
buffers and inverters	535	0.0246
per-stage QoR:
step	instance area (sq um)	hold slack [ps]	std cells	worst slack (ps)	power, uW
final	109000	-312	9898	12810	7180
after global placement	102000	322	9397	10580	4000
after CTS	109000	-351	9884	12840	7240
after global routing	109000	-332	9887	12810	7390
after floorplan	96000	310	6241	10580	4000
after detailed placement	102000	315	9397	10580	4000
how the worst max path moves through the flow:
stage         cells past startpoint       endpoint  from  slack, ps
finish                            3  IF_ID_NPC[27]    RN      12810
global route                      3   IF_ID_IR[11]    RN      12810
CTS                               3   IF_ID_IR[10]    RN      12840
Power is estimated from default activity; no workload was simulated.
